$ cat design/flow/design.v
module iq_to_db_top (
    input  logic         i_clk,           
    input  logic         i_rst_n,         
    input  logic         i_en,            
    input  logic [15:0]  i_data_i,        
    input  logic [15:0]  i_data_q,        
    output logic [15:0]  o_db_result_q8   
);
    localparam int P_BIT_WIDTH   = 16;
    localparam int P_ALPHA_SHIFT = 3;
    logic [P_BIT_WIDTH-1:0] abs_i, abs_q;     
    logic [P_BIT_WIDTH:0]   mag_approx;       
    logic [15:0]            log2_q10;         
    logic [31:0]            db_scaled;        
    logic signed [15:0]     db_val;           
    logic [P_BIT_WIDTH-1:0] mx_val, mn_val;
    always_ff @(posedge i_clk or negedge i_rst_n) begin : stage1_proc
        if (!i_rst_n) begin
            abs_i <= '0;
            abs_q <= '0;
            mag_approx <= '0;
        end else if (i_en) begin
            abs_i <= ($signed(i_data_i) < 0) ? -$signed(i_data_i) : i_data_i;
            abs_q <= ($signed(i_data_q) < 0) ? -$signed(i_data_q) : i_data_q;
            if (abs_i > abs_q) begin
                mx_val = abs_i;
                mn_val = abs_q;
            end else begin
                mx_val = abs_q;
                mn_val = abs_i;
            end  
            mag_approx <= (mx_val - (mx_val >> 5)) + ((mn_val >> 2) + (mn_val >> 3) + (mn_val >> 5));
        end  
    end : stage1_proc
    logic [4:0]  leading_bit;  
    logic [9:0]  fraction;     
    logic        found_msb;
    always_comb begin : lod_comb
        leading_bit = 5'd0;
        fraction    = 10'd0;
        found_msb   = 1'b0;
        for (int k = 16; k >= 0; k--) begin
            if (mag_approx[k] && !found_msb) begin
                found_msb   = 1'b1;
                leading_bit = 5'(k);
                if (k >= 10) begin
                    fraction = mag_approx[k-1 -: 10];
                end else if (k > 0) begin
                    fraction = 10'(mag_approx << (10 - k));
                end else begin
                    fraction = 10'd0;
                end  
            end  
        end  
    end : lod_comb
    always_ff @(posedge i_clk or negedge i_rst_n) begin : stage2_proc
        if (!i_rst_n) begin
            log2_q10 <= '0;
        end else if (i_en) begin
            log2_q10 <= {leading_bit, fraction};
        end  
    end : stage2_proc
    assign db_scaled = (32'(log2_q10) * 32'd1541);
    always_ff @(posedge i_clk or negedge i_rst_n) begin : stage3_proc
        if (!i_rst_n) begin
            db_val <= '0;
        end else if (i_en) begin
            db_val <= 16'(db_scaled >> 10); 
        end  
    end : stage3_proc
    localparam int ACC_WIDTH = 16 + 3;  
    logic signed [ACC_WIDTH-1:0] filter_acc;  
    always_ff @(posedge i_clk or negedge i_rst_n) begin : stage4_proc
        if (!i_rst_n) begin
            filter_acc <= '0;
            o_db_result_q8 <= '0;
        end else if (i_en) begin
            filter_acc <= filter_acc + $signed(db_val) - $signed(filter_acc >>> 3);
            o_db_result_q8 <= 16'(filter_acc >>> 3);
        end  
    end : stage4_proc
endmodule : iq_to_db_top
$ cat design/flow/run.sh
#!/bin/bash
# OpenROAD 26Q1-2900-gdf79404cd8, Yosys 0.63+post, stock flow scripts
make -C /OpenROAD-flow-scripts/flow DESIGN_CONFIG=/design/flow/config.mk WORK_HOME=/design/flow/orfs finish
$ cat design/flow/config.mk
export PLATFORM = sky130hd
export DESIGN_NAME = iq_to_db_top
export DESIGN_NICKNAME = iq_to_db_top
export VERILOG_FILES = /design/flow/design.v
export SDC_FILE = /design/flow/constraint.sdc
export NUM_CORES = 4
export LEC_CHECK = 1
export CORE_UTILIZATION = 50
export SYNTH_HDL_FRONTEND = slang
$ cat design/flow/constraint.sdc
current_design iq_to_db_top

set clk_period 9.5
set clk_io_pct 0.2

create_clock -name clk0 -period $clk_period [get_ports {i_clk}]

set non_clock_inputs [all_inputs -no_clocks]
set_input_delay [expr $clk_period * $clk_io_pct] -clock clk0 $non_clock_inputs
set_output_delay [expr $clk_period * $clk_io_pct] -clock clk0 [all_outputs]
==> run_results.csv <==
group,metric,value,unit
placed_design,hpwl,18120,um
clock_network,cts_hold_repair.buffers,0,
floorplan,coreArea,22850,um2
clock_network,cts.reportedPaths.clkPinSlew,0.06,ns
sta,timing.slew.headroom,49.60,%
detailed_routing,detail_route.wl_per_cell,14.65,um
clock_network,post_cts_resize_count,0,
sta,setup_tns,0,ns
detailed_routing,drc,0,
logic_synthesis,avgSynthCellArea,9.166,um2
critical_path,critPathMaxFanout,21,
clock_network,cts_num_sinks,115,
grt,grt_remaining_overflow,0,
clock_network,cts.path.max_buffers,2,
flow_run,max_cap_viol_count,0,
clock_network,max_h_tree_level,4,
logic_synthesis,netlist_instances,1282,
clock_network,clk_lat_worst_skew,0.41,ns
logic_synthesis,ys_cells,1282,
sta,finClkSkew,0.01392,ns
detailed_routing,antenna-diode-count,0,
logic_synthesis,postSynthRegisterBits,115,
critical_path,timing.critical_path.slowest_cell_delay,0.54,ns
sta,worst_hold_slack,0.4732,ns
placed_design,portBuffers,50,
layout,final_layout_size_suffix_gt1_share,8.131,%
critical_path,worst-r2r-cell-count,25,
critical_path,critical_path_arrival,7.10,ns
detailed_routing,drt_pass1_iterations,5,
grt,grt_first_pass_wirelength,41920,um
layout,lay_top_cells,"inv_1 (189), ha_1 (162), dfrtp_1 (115)",
grt,grt_util_all_layers,22.12,%
floorplan,fp-row-count,55,
layout,layout-area-overhead-vs-synth,10.98,%
detailed_routing,detailroute.via_count,8749,
sta,fmaxAchievable,147.1,MHz
logic_synthesis,synth_seq_share,24.49,%
critical_path,critical_path_class,"reg2reg",
placed_design,gp_congestion,0.8853,
floorplan,die_h,155.3,um
clock_network,cts.root.buffer_cell,"clkbuf_16",
critical_path,startpoint_type,"flop",
floorplan,fp_util,51.43,%
detailed_routing,ant_nets,0,
flow_run,warnings,27,
layout,post_route_non_filler_standard_cell_count,1629,
critical_path,cp_slowest_cell,"fa_1",
floorplan,io_pins,51,
layout,layout_top_cell,"inv_1",
logic_synthesis,ys_warn_count,0,
sta,timing.final.max_slew_violations,0,
sta,tightestPinTransition,0.7560,ns
sta,timing_hold_violations_final,0,
clock_network,tritoncts.num_buffers,17,
min_path,min_path_cells,2,
clock_network,tritoncts,"yes",
placed_design,dp.cells,1598,
sta,setup_viol_count_final,0,
logic_synthesis,synth_cell_types,72,
run_status,status,"finished clean",
logic_synthesis,synth-edff-count,0,
critical_path,critPathCaptureType,"flop",
logic_synthesis,ys.flop_type,"dfrtp_1",
grt,antenna_violations_before_repair,0,
min_path,min-delay-path-class,"reg2reg",
detailed_routing,drt-total-wl,23860,um
clock_network,post_cts_buffers,0,
sta,finalCriticalPeriod,6.797,ns
layout,post-route-util,57.08,%
logic_synthesis,yosys_area,11750,um2
detailed_routing,vias_per_instance,5.371,
logic_synthesis,postSynth.asyncResetShare,100.0,%
floorplan,die-area,24120,um2
grt,via_count_of_the_first_global_routing_pass,8616,
detailed_routing,dr.first_iter.drc_count,418,
sta,grt_setup_unrepaired,"false",
logic_synthesis,syn_area,11750,um2
grt,grt_max_degree,69,
critical_path,crit_required,9.80,ns
floorplan,die_width,155.3,um
sta,timing.final.crit_share,71.55,%
stage by stage:
step           cell area, um2  setup slack [ns]
3_5_place_dp            12500             2.738
4_1_cts                 13040             2.660
2_1_floorplan           11750             3.201
6_report                13040             2.703
5_1_grt                 13040             2.242
3_3_place_gp            12500             2.793
area by class of cell:
cell class | count | area (um2)
multi-input combinational | 922 | 7950
clock buffer | 21 | 460.4
tap | 313 | 391.6
clock inverter | 10 | 85.08
timing repair buffer | 59 | 566.8
inverter | 189 | 709.4
fill | 2034 | 9806
sequential | 115 | 2878
cell usage after synthesis, drive strengths merged (37+ instances only):
library cell	count	area, um2
inv	189	709.4
mux2	53	596.8
ha	162	2027
o21ai	60	304.0
clkbuf	37	138.9
nor2	81	304.0
mux2i	39	390.4
dfrtp	115	2878
a21oi	85	425.4
xor2	50	437.9
fa	61	1221
nand2	74	280.3
worst paths after layout:
| kind | from | end | slack, ns |
|---|---|---|---|
| min reg2reg | db_val[3]$_DFFE_PN0P_ | db_val[3]$_DFFE_PN0P_ | 0.47 |
| max in group asynchronous | i_rst_n | abs_q[11]$_DFFE_PN0P_ | 6.61 |
| min in group asynchronous | i_rst_n | o_db_result_q8[10]$_DFFE_PN0P_ | 1.49 |
| max | abs_i[1]$_DFFE_PN0P_ | mag_approx[15]$_DFFE_PN0P_ | 2.70 |
| min | db_val[3]$_DFFE_PN0P_ | db_val[3]$_DFFE_PN0P_ | 0.47 |
| max reg2reg | abs_i[1]$_DFFE_PN0P_ | mag_approx[15]$_DFFE_PN0P_ | 2.70 |
metal layers:
| metal | part of all wire [%] | vias to the layer above | track usage, % |
|---|---|---|---|
| li1 | - | 4496 | - |
| met1 | 46 | 4118 | 32.69 |
| met2 | 49 | 118 | 37.15 |
| met3 | 2.9 | 17 | 2.723 |
| met4 | 1.4 | 0 | 2.474 |
| met5 | 0 | - | 0 |
worst max-delay path: cells and delay by family, from the launching register on:
family                     cells  cell delay (ns)
AOI/OAI and AO/OA             14             2.55
xor gates and xnor gates       1             0.15
adders and majority gates      6             2.43
buffers and inverters          1             0.36
DFF                            1             0.39
muxes                          2             0.67
and+or+nand+nor                1             0.13
sequential cells by signal (all words and copies together) (netlist names):
register	flops
o_db_result_q8	16
db_val	16
abs_q	16
mag_approx	17
abs_i	16
log2_q10	15
filter_acc	19
logic make-up after synthesis:
group | after synthesis | synth area share [%]
multiplexers | 92 | 8.401
flip-flops | 115 | 24.49
buffers and inverters | 245 | 7.943
adder cells (fa/ha/maj) | 223 | 27.64
AND-OR/OR-AND | 275 | 15.36
XOR/XNOR | 73 | 5.441
AND/OR/NAND/NOR | 259 | 10.72
